[config.mk]
export PLATFORM = sky130hd
export DESIGN_NAME = convolver
export DESIGN_NICKNAME = convolver
export VERILOG_FILES = /design/flow/design.v
export SDC_FILE = /design/flow/constraint.sdc
export NUM_CORES = 4
export LEC_CHECK = 1
export CORE_UTILIZATION = 30
[constraint.sdc]
current_design convolver

set clk_period 24.0
set clk_io_pct 0.2

create_clock -name clk0 -period $clk_period [get_ports {clk}]

set non_clock_inputs [all_inputs -no_clocks]
set_input_delay [expr $clk_period * $clk_io_pct] -clock clk0 $non_clock_inputs
set_output_delay [expr $clk_period * $clk_io_pct] -clock clk0 [all_outputs]
[design.v]
module convolver #(
    parameter N = 16,   
    parameter Q = 12,   
    parameter n = 416,  
    parameter k = 3,    
    parameter s = 1,    
    parameter NUM_MAC = 8  
)(
    input wire clk,
    input wire rst,
    input wire en,
    input wire [N-1:0] activation_in,
    input wire [(k*k*N)-1:0] weight, 
    input wire [N-1:0] batch_gamma,  
    input wire [N-1:0] batch_beta,   
    output reg [N-1:0] conv_out,  
    output reg valid_out,    
    output reg done          
);
    reg [N-1:0] line_buffer [(k-1)*n-1:0];
    wire [N-1:0] window_buffer [0:k*k-1];
    integer i;
    always @(posedge clk) begin
        if (rst) begin
            for (i = 0; i < (k-1)*n; i = i + 1) begin
                line_buffer[i] <= 0;
            end
        end else if (en) begin
            for (i = (k-1)*n-1; i > 0; i = i - 1) begin
                line_buffer[i] <= line_buffer[i-1];
            end
            line_buffer[0] <= activation_in;  
        end
    end
    genvar x, y;
    generate
        for (y = 0; y < k; y = y + 1) begin : window_row
            for (x = 0; x < k; x = x + 1) begin : window_col
                if (y == k-1) begin
                    assign window_buffer[y*k + x] = line_buffer[x];  
                end else begin
                    assign window_buffer[y*k + x] = line_buffer[y*n + x];
                end
            end
        end
    endgenerate
    reg [N-1:0] conv_temp;
    always @(*) begin
        conv_temp = 0;
        for (i = 0; i < k*k; i = i + 1) begin
            conv_temp = conv_temp + (($signed(window_buffer[i]) * $signed(weight[i*N +: N])) >>> Q);
        end
    end
    wire [N-1:0] bn_out;
    assign bn_out = (conv_temp * batch_gamma) + batch_beta;
    assign conv_out = (bn_out[N-1]) ? (bn_out >>> 3) : bn_out;  
endmodule
[run.sh]
#!/bin/bash
# OpenROAD 26Q1-2900-gdf79404cd8, Yosys 0.63+post, stock flow scripts
make -C /OpenROAD-flow-scripts/flow DESIGN_CONFIG=/design/flow/config.mk WORK_HOME=/design/flow/orfs finish
==> results.py <==
# Physical implementation metrics
metrics = {
    "status": {
        "run_status": "finished, final reports clean",
    },
    "placement": {
        "io_buffers": 209,
        "preCtsSetupSlack_ns": 0.200,
        "dp_hpwl_um": 276000,
        "place_congestion": 0.839,
    },
    "layout": {
        "fillers": 86500,
        "lay_top_count": "nor2_1",
        "comb_area_mm2": 0.125,
        "top_regs": "line_buffer x6704",
        "ff_latch_area_mm2": 0.134,
        "drive_above_1_share_pct": 5.86,
        "regMostFlops": "line_buffer",
        "largest_reg_flops": 6704,
        "area_delta_synth_final_pct": 14.0,
        "final_cell_mix": "nor2_1, mux2i_1, dfxtp_1, inv_1, fa_1",
    },
    "timing": {
        "finalSetupViolCount": 0,
        "worst_clock_skew_ns": 0.0417,
        "report.final.slew_viol_count": 0,
        "fin_crit_ns": 23.33,
        "tns_ns": 0,
        "setup_ws_ns": 0.673,
        "rsz0062_at_grt": "false",
        "max_freq_mhz": 42.9,
        "tightest_slew_ns": 0.860,
        "period_used_pct": 97.2,
        "hold_violations": 0,
        "slew_headroom_pct": 42.6,
    },
    "job": {
        "drv_cap": 0,
        "warnings": 74,
    },
    "worst_setup_path": {
        "cp.arrival_ns": 18.53,
        "criticalPathCategory": "input pin to output port",
        "cpMostUsedCell": "fa_1",
        "max_stage_delay_ns": 0.61,
        "crit_slowest_cell": "clkdlybuf4s50_1",
        "critPathMaxFanout": 15,
        "critPathRequiredTime_ns": 19.20,
        "path_delay_family": "adder cells",
        "start_kind": "input pin",
        "cp-end-kind": "output port",
        "crit_buf_inv": 18,
    },
    "routing": {
        "wl_um": 457000,
        "vias": 163000,
        "wl_per_cell_um": 12.0,
        "firstDrtPassIters": 7,
        "vias_per_cell": 4.25,
        "drtAntennaViolNets": 0,
        "drt-initial-drc-count": 7423,
        "route.detailed.drc": 0,
    },
    "synthesis": {
        "synth_seq_share_pct": 49.7,
        "synth-edff-count": 0,
        "synth_area_mm2": 0.270,
        "synthArstFlopShare_pct": 0,
        "synth_warnings": 5,
        "ys_cells": 26100,
        "syn_inst": 26100,
        "yosys_area_mm2": 0.270,
        "netlist.top_cell.by_area": "dfxtp_1",
        "syn_avg_cell_area_um2": 10.3,
        "synth.distinct_cells": 58,
        "top_cells_by_area": "dfxtp_1, mux2i_1, nor2_1",
        "ys_ff": 6704,
        "yosys_most_used_dff": "dfxtp_1",
        "top_area_share_pct": 49.7,
    },
    "floorplan": {
        "rows": 348,
        "dieWidth_um": 951,
        "fp_util_pct": 30.1,
        "die_y_um": 951,
        "chipArea_mm2": 0.904,
        "boundaryPins": 213,
        "core_area_mm2": 0.897,
    },
    "clock_network": {
        "cts_setup_buffers": 0,
        "cts_sinks": 6704,
        "clk_path_buf_depth": 4,
        "ctsHoldBuffers": 0,
        "clkLatencyLatePin_ns": 1.08,
        "htree_levels": 6,
        "cts.reportedPaths.clkPinSlew_ns": 0.06,
        "cts_tree": "done",
        "root_buffer": "clkbuf_16",
        "ctsResizeCount": 0,
        "numCtsBuffers": 698,
    },
    "global_routing": {
        "grt-ovfl-total": 0,
        "grt_pass1_vias": 158000,
        "antenna_found_initial": 24,
        "grt_usage_pct": 10.3,
        "grt_pass1_wl_um": 779000,
        "grt_max_degree": 173,
    },
    "hold_path": {
        "hold_path_class": "flip-flop to flip-flop",
    },
}
worst reg2reg max path, stage by stage (launching register included):
cell,delay (ns)
dfxtp_1,0.78
buf_4,0.39
mux2i_1,0.15
nor2_1,0.12
Yosys cell counts, types with 3 or more instances:
cell type,n
a21oi_1,33
o22ai_1,3
nand2b_1,6
o21ai_0,26
mux2i_1,6712
nor2b_1,11
o41ai_1,6
a31oi_1,3
fa_1,809
and3b_1,3
buf_2,7
nand2_1,789
nor2_1,6740
o211ai_1,4
dfxtp_1,6704
a211o_1,3
xor2_1,72
xnor2_1,244
a21o_1,13
a41o_1,8
or2_2,4
buf_4,3
o21a_1,7
or3_1,6
and2_1,528
a41oi_1,4
mux2_2,4
a21boi_0,3
inv_1,1178
buf_1,402
nand4_1,3
clkbuf_1,1280
nor3_1,12
and3_1,10
nand3_1,3
ha_1,470
cells by family after synthesis:
group           count (synthesis)  synth area share, %
simple gates                 8119                 11.8
buf+inv                      2871                 4.00
fa+ha+maj                    1279                 8.18
mux                          6717                 24.9
other cells                     1              0.00139
compound gates                129                0.319
flops                        6704                 49.7
xor+xnor                      320                 1.06
per-layer routing:
metal / vias up / global-route usage, % / wire [um]
li1: 84400 / - / -
met1: 75500 / 15.4 / 230000
met2: 1829 / 15.7 / 191000
met3: 763 / 2.51 / 25200
met4: 26 / 2.17 / 10700
met5: - / 0.0793 / 161
worst paths after layout:
| kind | from | endpoint | slack, ns | depth (start not counted) |
|---|---|---|---|---|
| worst max-delay path | weight[69] | conv_out[10] | 0.67 | 54 |
| worst max register to register | line_buffer[2][1]$_SDFFE_PP0P_ | line_buffer[3][1]$_SDFFE_PP0P_ | 22.48 | 3 |
| worst min register to register | line_buffer[326][11]$_SDFFE_PP0P_ | line_buffer[327][11]$_SDFFE_PP0P_ | 0.46 | 2 |
| worst min-delay path | line_buffer[326][11]$_SDFFE_PP0P_ | line_buffer[327][11]$_SDFFE_PP0P_ | 0.46 | 2 |
layout make-up:
| class | count | share of cell area, % |
|---|---|---|
| Multi-Input combinational cell | 16600 | 40.6 |
| Clock inverter | 221 | 0.998 |
| Tap cell | 11900 | 4.84 |
| Clock buffer | 1030 | 6.67 |
| Sequential cell | 6704 | 43.6 |
| Timing Repair Buffer | 629 | 1.84 |
| Antenna cell | 10 | 0.00813 |
| Inverter | 1178 | 1.44 |
stage by stage:
step	cell area (um2)	cells	util, %	hold WS, ns
3_5_place_dp	284000	37000	31.7	0.476
6_report	308000	38200	34.3	0.458
5_1_grt	308000	38200	34.3	0.493
4_1_cts	308000	38200	34.3	0.456
3_3_place_gp	284000	37000	31.7	0.471
2_1_floorplan	270000	26100	-	0.460
