[./run.sh]
#!/bin/bash
# OpenROAD 26Q1-2900-gdf79404cd8, Yosys 0.63+post, stock flow scripts
make -C /OpenROAD-flow-scripts/flow DESIGN_CONFIG=/design/flow/config.mk WORK_HOME=/design/flow/orfs finish
[./config.mk]
export PLATFORM = sky130hd
export DESIGN_NAME = bounding_box
export DESIGN_NICKNAME = bounding_box
export VERILOG_FILES = /design/flow/design.v
export SDC_FILE = /design/flow/constraint.sdc
export NUM_CORES = 4
export LEC_CHECK = 1
export CORE_UTILIZATION = 30
[./constraint.sdc]
current_design bounding_box

set clk_period 10.7
set clk_io_pct 0.2

create_clock -name clk0 -period $clk_period

set non_clock_inputs [all_inputs -no_clocks]
set_input_delay [expr $clk_period * $clk_io_pct] -clock clk0 $non_clock_inputs
set_output_delay [expr $clk_period * $clk_io_pct] -clock clk0 [all_outputs]
[./design.v]
module bounding_box #(
    parameter N = 16
)(
    input wire [N-1:0] tx, ty, tw, th, 
    input wire [N-1:0] anchor_w, anchor_h,  
    input wire [N-1:0] cx, cy,  
    output wire [N-1:0] bx, by, bw, bh
);
    assign bx = tx + cx;
    assign by = ty + cy;
    assign bw = (tw * anchor_w) >>> 10;  
    assign bh = (th * anchor_h) >>> 10;
endmodule
==> reports/metrics.csv <==
stage;metric;value;unit
timing;fin_crit;10.23;ns
timing;timing.max_slew.rel_slack;59.9;%
drt;routed_via_density;4.41;
critical_path;critPathMostFrequentCell;fa_1;
logic_synthesis;synth_cell_type_count;42;
timing;final-setup-viol-count;0;
worst_hold_path;worst_hold_startpoint;cy[0];
drt;drc_errors;0;
floorplanning;floorplanUtilization;30.8;%
logic_synthesis;area_share_top_type;36.0;%
clock_network;cts-hold-fix-buffers;0;
power;p_sw;0.00104;W
finish;flop-count;0;
place;buffer_ports.inserted;172;
worst_hold_path;min_path_cells;3;
logic_synthesis;netlist_top_cells_area;fa_1 36%, ha_1 17%, and2_1 9.6%;
global_routing;number_of_global_route_vias_before_repair;7542;
finish;clock_buffer_count;0;
drt;detail_route.wirelength;21.1;mm
critical_path;crit_slowest_cell;clkdlybuf4s50_1;
clock_network;cts-resized-gates;0;
logic_synthesis;synth_area;8900;um2
floorplanning;rows;62;
logic_synthesis;ys_cells;1068;
timing;post-route-period-util;95.6;%
global_routing;grt_pass1_wl;36.2;mm
drt;drtPass1Iterations;4;
finish;areaGrowthSynthToFinish;23.9;%
finish;postLayoutCellArea;11000;um2
timing;maxSlewViolCount;0;
power;power_frac_comb;100.0;%
power;sequentialPowerShare;0;%
critical_path;crit_type;in2out;
logic_synthesis;yosys.stat.chipArea;8900;um2
floorplanning;x_dimension_of_the_die;174;um
finish;register_area;0;um2
global_routing;grt_max_degree;16;
drt;n_antenna_cell;0;
logic_synthesis;post_synth_inst_count;1068;
timing;fin_setup_tns;0;ns
timing;worstMarginPinSlew;0.596;ns
critical_path;crit_required;8.56;ns
drt;num_vias;7109;
power;p_int;0.00133;W
critical_path;worst_setup_path_end_kind;output port;
floorplanning;core_area;28900;um2
floorplanning;chip_area;30400;um2
critical_path;worstPathArrival;8.09;ns
drt;drt.antenna.violating_nets;0;
drt;drt_iter0_drc;266;
logic_synthesis;syn_avg_cell_area;8.34;um2
worst_hold_path;hold_path.class;in2out;
clock_network;postCtsSetupBuffers;0;
global_routing;number_of_antenna_violations_at_the_first_check_in_global_routing;0;
power;power.share.switching;43.8;%
power;p_leak;5.32;nW
finish;final_cell_count_no_fill;1611;
critical_path;cp_cell_sequence;clkdlybuf4s50_1, and2_1, fa_1, fa_1, ha_1, fa_1, inv_1, fa_1, fa_1, inv_1, ha_1, a21o_1, a211o_1, a21o_1, a21o_1, o31ai_2, o21ai_0, xnor2_1, clkdlybuf4s50_1;
timing;grt_setup_unrepaired;false;
worst_hold_path;worst_hold_path.endpoint;by[0];
place;dpl_cell_area;11000;um2
logic_synthesis;postSynthSeqShare;0;%
logic_synthesis;yosys_warnings;0;
place;gpl.final_weighted_congestion;0.918;
critical_path;crit_path_max_incr_delay;0.71;ns
global_routing;grt-ovfl-total;0;
floorplanning;io-pin-count;192;
global_routing;groute.usage.overall;15.1;%
floorplanning;dieHeight;174;um
timing;timing.final.hold_violations;0;
place;estimated_wirelength_of_the_detail_placed_design;18.4;mm
flow_run;stage_log_warnings;32;
timing;max_freq;0.0977;GHz
critical_path;critical_path.startpoint_type;primary input;
power;p_per_area;215;nW/um2
power;ir_drop;204;uV
flow_run;maxCapViolCount;0;
status;result_of_the_run;finished clean;
place;dp.cells;1611;
critical_path;timing.critical_path.fanout_max;13;
finish;drive_gt1_share;1.47;%
power;clock_power_share;0;%
drt;routed_wire_length_per_instance;13.1;um
logic_synthesis;synth_top_cell_by_area;fa_1;
-- final cells by class --
type / count / area, um2
Timing Repair Buffer: 185 / 1820
Tap cell: 384 / 480
Multi-Input combinational cell: 819 / 7900
Inverter: 223 / 837
Fill cell: 2924 / 17900
-- how the worst max path moves through the flow --
stage | from | end | slack (ns) | depth (start not counted)
after CTS | anchor_h[3] | bh[5] | 0.44 | 19
after global routing | anchor_w[2] | bw[4] | 0.12 | 21
final | anchor_h[3] | bh[5] | 0.47 | 19
-- metal layers --
metal | GRT usage, % | routed length [um]
met2 | 25.0 | 9810
met4 | 2.05 | 342
met1 | 21.0 | 9370
met5 | 0 | 0
met3 | 3.61 | 1590
-- cells in the mapped netlist (3+ instances only) --
master	count
xor2_1	21
nor2_1	23
nand3_1	6
nand4_1	3
fa_1	160
and2_1	137
o21ai_0	15
o21bai_1	4
a311o_1	3
nand2_1	146
clkbuf_1	25
nor2b_1	3
o21a_1	11
a21boi_0	4
ha_1	122
inv_1	223
xnor2_1	69
nor3_1	4
a21oi_1	26
buf_4	20
a211o_1	3
a21o_1	14
-- kinds of logic (layout without fill, tap and decap cells) --
group	Yosys count	count (layout)	share of synthesized area, %
compound gates	100	100	7.74
other cells	1	20	0.0421
simple gates	327	327	18.1
buf+inv	268	408	12.1
fa+ha+maj	282	282	53.1
xor+xnor	90	90	8.85
-- per-stage QoR --
| stage | utilization, % | power [W] | hold WS (ns) | setup WS (ns) |
|---|---|---|---|---|
| final | 38.1 | 0.00238 | 5.30 | 0.469 |
| after detailed placement | 38.1 | 0.00240 | 5.30 | 0.448 |
| after global placement | 38.1 | 0.00240 | 5.30 | 0.493 |
| after CTS | 38.1 | 0.00242 | 5.31 | 0.438 |
| after global routing | 38.1 | 0.00274 | 5.34 | 0.120 |
| after floorplan | - | 0.00142 | 4.35 | 1.81 |
-- placed cells by master (no fill, tap or decap), drive strengths merged, types with 6 or more instances in the layout --
master         instances
inv                  223
clkdlybuf4s50        172
fa                   160
nand2                146
and2                 137
ha                   122
xnor2                 69
a21oi                 27
nor2                  23
xor2                  21
conb                  20
o21ai                 16
a21o                  14
buf                   13
o21a                  11
nand3                  6
-- worst max-delay path: cells and delay by family --
kind                     cells  cell delay [ns]
AND-OR/OR-AND                6             1.30
XOR/XNOR                     1             0.17
adder cells (fa/ha/maj)      7             2.88
buffers and inverters        4             1.27
AND/OR/NAND/NOR              1             0.33
-- power by group through the flow --
stage     clock network [W]  registers, W  logic (W)
4_1_cts                   0             0    0.00242
5_1_grt                   0             0    0.00274
6_report                  0             0    0.00238
No activity file was given, so power comes from the tool's default toggle rates.
