<file path="/design/flow/design.v">
module iou_computation #(
    parameter N = 16
)(
    input wire [N-1:0] x1, y1, w1, h1,  
    input wire [N-1:0] x2, y2, w2, h2,  
    output reg [N-1:0] iou
);
    reg [N-1:0] inter_x, inter_y, inter_w, inter_h, inter_area, union_area;
    always @(*) begin
        inter_x = (x1 > x2) ? x1 : x2;
        inter_y = (y1 > y2) ? y1 : y2;
        inter_w = ((x1 + w1) < (x2 + w2)) ? (x1 + w1 - inter_x) : (x2 + w2 - inter_x);
        inter_h = ((y1 + h1) < (y2 + h2)) ? (y1 + h1 - inter_y) : (y2 + h2 - inter_y);
        inter_area = inter_w * inter_h;
        union_area = (w1 * h1) + (w2 * h2) - inter_area;
        iou = (inter_area << 10) / union_area;  
    end
endmodule
</file>
<file path="/design/flow/run.sh">
#!/bin/bash
# OpenROAD 26Q1-2900-gdf79404cd8, Yosys 0.63+post, stock flow scripts
make -C /OpenROAD-flow-scripts/flow DESIGN_CONFIG=/design/flow/config.mk WORK_HOME=/design/flow/orfs finish
</file>
<file path="/design/flow/config.mk">
export PLATFORM = sky130hd
export DESIGN_NAME = iou_computation
export DESIGN_NICKNAME = iou_computation
export VERILOG_FILES = /design/flow/design.v
export SDC_FILE = /design/flow/constraint.sdc
export NUM_CORES = 4
export LEC_CHECK = 1
export CORE_UTILIZATION = 30
</file>
<file path="/design/flow/constraint.sdc">
current_design iou_computation

set clk_period 160.5
set clk_io_pct 0.2

create_clock -name clk0 -period $clk_period

set non_clock_inputs [all_inputs -no_clocks]
set_input_delay [expr $clk_period * $clk_io_pct] -clock clk0 $non_clock_inputs
set_output_delay [expr $clk_period * $clk_io_pct] -clock clk0 [all_outputs]
</file>
==> reports/results.txt <==
outcome - completed
critical path required time - 128400 ps
core footprint - 0.08094 sq mm
Synth Warn # - 1
total die size - 0.08327 sq mm
Synth Seq Share - 0%
Crit. End Element - output port
vias per inst - 4.991
Final WS setup - 42270 ps
most numerous logic cells after layout - 476 x inv_1, 430 x ha_1, 290 x nand2_1, 286 x fa_1, 204 x nor2_1
CP startpoint kind - input pin
Fin. Hold Viols - 0
Clock buffer cells - 0
Max Clock Freq - 0.008458 GHz
FP Rows - 104
share of layout cells above drive strength 1 - 4.058%
fill count - 8509
period utilisation layout - 73.66%
drt wl/cell - 17.95 um
post-cts sizing count - 0
vias - 21450
Max Fanout on Critical Path - 25
Cell area leaders - fa_1 23%, ha_1 22%, inv_1 7.3%
DPL Wire Length - 66580 um
flip-flops - 0
DRC errors left - 0
Yosys Instances - 3100
hold buffers post-CTS - 0
Die Ht - 288.6 um
Cells after Synth - 3100
Slew headroom - 44.28%
gpl congestion - 1.006
grt ovf - 0
Fin Setup TNS - 0 ps
I/O Buffers - 144
Layout area overhead - 11.88%
slowest CP cell - o41ai_1
Crit Path Class - input pin to output port
worst hold path depth - 8
1st-iter DRT viols - 1245
largest net degree at the start of global routing - 30
initial antenna violation count - 16
Post-Syn Area - 0.02463 sq mm
Worst-Margin Slew - 833.1 ps
Pre-Place Util - 30.44%
Worst EP arrival - 86130 ps
Final min period - 118230 ps
WL final - 77150 um
Avg Cell Area, Syn - 7.947 sq um
MaxCap Viol Count - 0
endpoints failing setup - 0
YS chip area - 0.02463 sq mm
drt pass-1 iters - 7
tool warnings - 34
Slew Limit Fails - 0
placed cell area - 0.02754 sq mm
GRT Total Usage - 19.63%
cell taking the most area after synthesis - fa_1
final instance area - 0.02756 sq mm
antenna-violating nets left - 0
vias in the first global route - 21560
Most common cell on crit path - o21a_1
min-delay src - y2[15]
Top cell excl fill/tap - inv_1
Hold EP - iou[10]
global-route wire length before repair - 122600 um
num ports - 144
Setup WS pre-CTS - 42690 ps
Hold Crit Class - input pin to output port
Top-area cell share - 23.24%
worst stage delay on the critical path - 690 ps
RSZ-0062 raised after global routing - false
Post-CTS Setup Bufs - 0
Register Area - 0 sq um
distinct lib cells - 75
Die W - 288.6 um
-- worst max path at each step --
stage         endpoint   from  cells past startpoint
finish          iou[0]  w1[0]                    248
CTS             iou[0]  w1[0]                    248
global route    iou[0]  w1[0]                    254
-- cell type report --
type / count / area (sq um) / area share [%]
Inverter: 483 / 1813 / 6.578
Tap cell: 1060 / 1326 / 4.812
Antenna cell: 10 / 25.02 / 0.09079
Timing Repair Buffer: 193 / 1809 / 6.564
Multi-Input combinational cell: 2552 / 22590 / 81.96
-- Yosys cell counts (all sizes together) (11+ instances only) --
cell / count
inv: 480
ha: 430
nand2: 290
fa: 286
nor2: 205
xnor2: 177
a21oi: 172
and2: 146
a21o: 122
o21ai: 122
xor2: 84
clkbuf: 60
o21a: 59
mux2: 51
nor3: 48
o21bai: 45
nand3: 36
nand2b: 34
nor2b: 30
mux2i: 29
nand4: 27
a211oi: 17
a31oi: 15
o211ai: 15
or3: 13
nor4: 11
-- logic make-up (layout without fill, tap and decap cells) --
group | Yosys count | count (layout) | share of synthesized area, %
other | 0 | 10 | 0
buffers and inverters | 548 | 676 | 8.370
AND-OR/OR-AND | 627 | 627 | 16.51
XOR/XNOR | 268 | 268 | 9.929
multiplexers | 80 | 80 | 3.555
AND/OR/NAND/NOR | 861 | 861 | 16.55
adder cells (fa/ha/maj) | 716 | 716 | 45.08
-- stage by stage --
step | hold slack [ps] | instances | util, %
global placement | 66360 | 4288 | 34.02
CTS | 66390 | 4288 | 34.02
global route | 66510 | 4295 | 34.04
floorplan | 64900 | 3100 | -
finish | 66350 | 4298 | 34.05
detailed placement | 66370 | 4288 | 34.02
-- layer usage --
layer	global-route usage, %	up-vias	routed length [um]
met1	27.86	10160	34810
met3	5.355	71	6479
met4	3.254	12	1081
li1	-	10570	-
met5	1.023	-	174
met2	30.60	637	34610
-- worst max-delay path, delay by kind of cell --
kind / cells / cell delay (ps)
AND-OR/OR-AND: 122 / 23030
XOR/XNOR: 12 / 3130
adder cells (fa/ha/maj): 36 / 13340
buffers and inverters: 25 / 3740
multiplexers: 11 / 3000
AND/OR/NAND/NOR: 42 / 7630
